==> /design/flow/design.v <==
module counter (
	input         clock, resetn, holdn, down,
	output [15:0] count
);
reg [15:0] val;
assign count = val;
always_ff @ (posedge clock or negedge resetn)
begin
	if (~resetn)
		val <= 16'h0000;
	else if (holdn)
		val <= down ? (val - 16'd1) : (val + 16'd1);
	else
		val <= val;
end
endmodule
module triangle (
	input  logic       clock, resetn, holdn,
	output logic [7:0] out
);
logic down;
logic [15:0] prev_count;
wire [15:0] count;
assign out = count;
counter u0 (.clock, .resetn, .holdn, .down, .count);
always_ff @ (posedge clock or negedge resetn)
begin
	if (~resetn)
	begin
		down <= 1'b0;
		prev_count <= 16'd0;
	end
	else
	begin
		prev_count <= count;
		if (holdn && ((count[7:0] == 8'hfe && ~down) || (count[7:0] == 8'h01 && down)))
			down <= ~down;
		else
			down <= down;
	end
end
endmodule
==> /design/flow/run.sh <==
#!/bin/bash
# OpenROAD 26Q1-2900-gdf79404cd8, Yosys 0.63+post, stock flow scripts
make -C /OpenROAD-flow-scripts/flow DESIGN_CONFIG=/design/flow/config.mk WORK_HOME=/design/flow/orfs finish
==> /design/flow/config.mk <==
export PLATFORM = sky130hd
export DESIGN_NAME = triangle
export DESIGN_NICKNAME = triangle
export VERILOG_FILES = /design/flow/design.v
export SDC_FILE = /design/flow/constraint.sdc
export NUM_CORES = 4
export LEC_CHECK = 1
export CORE_AREA = 10 10 74 74
export DIE_AREA = 0 0 84 84
==> /design/flow/constraint.sdc <==
current_design triangle

set clk_period 4.5
set clk_io_pct 0.2

create_clock -name clk0 -period $clk_period [get_ports {clock}]

set non_clock_inputs [all_inputs -no_clocks]
set_input_delay [expr $clk_period * $clk_io_pct] -clock clk0 $non_clock_inputs
set_output_delay [expr $clk_period * $clk_io_pct] -clock clk0 [all_outputs]
==> reports/results.tsv <==
stage	metric	value	unit
run_status	run status	finished, final reports clean	
job	total of max-cap violations	0	
grt	largest net degree at the start of global routing	12	
cts	Clock Path Buffers	2	
sta	fraction of the cycle the final worst path needs	50.8	%
place	Routability Congestion	0.842	
sta	Final Setup Violations	0	
cts	CTS Root Cell	sky130_fd_sc_hd__clkbuf_8	
synthesis	and-or/or-and share of the synthesized area	25.3	%
route	violation count after the first detailed-routing iteration	25	
synthesis	Netlist cell types	31	
place	Area after DPL	843	sq um
pwr	switching part of the total	40.5	%
floorplan	total die size	7060	sq um
layout	most instantiated logic cell after routing	sky130_fd_sc_hd__clkdlybuf4s50_1	
grt	first-pass GRT wire length	3030	microns
worst_setup_path	ordered list of cells on the worst path	clkdlybuf4s50_1 > inv_1 > nor3_1 > mux2i_1 > a32o_1	
route	wire length per cell	12.4	microns
cts	Clk pin slew, worst setup/hold paths	0.04	ns
min_path	kind of path behind the tightest hold check	flip-flop to flip-flop	
pwr	total power divided by cell area	777	nW/um^2
sta	top achievable clock speed	0.438	GHz
cts	H-tree levels	1	
pwr	power consumption	0.690	mW
route	antenna diode count	0	
synthesis	area fraction in full adders, half adders and majority gates	13.5	%
place	Port-buffer cells	10	
floorplan	floorplan utilization	17.7	%
grt	vias in the first global route	633	
route	drt total wl	1640	microns
floorplan	overall die height	84	microns
floorplan	Std-Cell Rows	23	
synthesis	Main area contributors	sky130_fd_sc_hd__dfrtp_1 (32%), sky130_fd_sc_hd__ha_1 (11%), sky130_fd_sc_hd__a21o_1 (4.3%), sky130_fd_sc_hd__xnor2_1 (3.7%), sky130_fd_sc_hd__buf_6 (3.2%)	
grt	all-layer global routing usage	4.83	%
synthesis	synthesized area	703	sq um
layout	share of layout cells above drive strength 1	11.0	%
layout	number of fill cells	436	
grt	number of antenna violations at the first check in global routing	0	
route	Pre-antenna DRT Iters	4	
worst_setup_path	crit path DRT	4.61	ns
synthesis	cell count in the Yosys report	70	
worst_setup_path	crit path DAT	2.40	ns
synthesis	XORs/XNORs by Area	4.98	%
sta	Post-Route Setup TNS	0	ns
worst_setup_path	delay of the slowest cell on the worst path	0.64	ns
cts	clock latency (worst-skew pair)	0.23	ns
sta	transition at the pin with the smallest max-transition slack	0.395	ns
synthesis	biggest area consumer among synthesized cells	sky130_fd_sc_hd__dfrtp_1	
synthesis	gate count after technology mapping	70	
synthesis	area share, top type	32.0	%
route	via/cell ratio	4.61	
synthesis	Synthesis Warnings	2	
worst_setup_path	launching element type of the critical path	input pin	
synthesis	area of the synthesized netlist per yosys stat	703	sq um
synthesis	number of storage elements in the synthesis netlist	9	
cts	clock tree from TritonCTS	yes	
synthesis	flip-flop cell with the highest count after synthesis	sky130_fd_sc_hd__dfrtp_1	
sta	headroom to the max-slew limit	73.6	%
pwr	P_leak	0.356	nW
layout	area added between synthesis and finish	26.3	%
synthesis	register share after synthesis	32.0	%
worst_setup_path	type of the worst setup path	input pin to flip-flop	
pwr	sequential share of power	25.8	%
synthesis	flip-flops with a built-in enable	0	
layout	FF+latch area	225	sq um
min_path	number of cells on the worst hold path	1	
layout	multi-input logic area	440	sq um
layout	Final Cell Area	888	sq um
sta	final tally of hold violations	0	
cts	postcts setup bufs	0	
floorplan	Std-Cell Core Area	3970	sq um
cts	TritonCTS buffer count	3	
sta	minimum clock period after layout	2.28	ns
synthesis	multiplexer fraction of the synthesized cell area	6.05	%
sta	worst setup skew after layout	0.00201	ns
sta	setup repair after global routing missed its margin	no	
pwr	sw power	0.280	mW
synthesis	synthesized area divided by synthesized cell count	10.0	sq um
synthesis	Post-Synth Simple-Gate Area	12.8	%
floorplan	Ports	11	
route	via count	608	
grt	GR Overflow Total	0	
pwr	internal power	0.411	mW
worst_setup_path	worst-path cell with the longest stage delay	sky130_fd_sc_hd__clkdlybuf4s50_1	
route	antenna-violating nets left	0	
cts	TritonCTS Sinks	9	
pwr	share of power burned in combinational logic	60.9	%
worst_setup_path	sort of element at the end of the critical path	flip-flop	
worst_setup_path	Reg2Reg Depth	6	
sta	max-slew violation count	0	
route	DRC violations left	0	
pwr	Worst IR Drop VDD	0.000290	V
place	Final HPWL DP	1300	microns
pwr	clock network power share	13.3	%
floorplan	die extent in x	84	microns
worst_setup_path	Worst Path Max Fanout	11	
job	total tool warning count	25	
cts	hold buffer count at CTS	0	
synthesis	Largest logic family	AND-OR/OR-AND gates	
cts	Post-CTS Resized	0	
layout	most instantiated logic cells after routing	sky130_fd_sc_hd__clkdlybuf4s50_1 (10), sky130_fd_sc_hd__dfrtp_1 (9), sky130_fd_sc_hd__ha_1 (6)	
synthesis	async set-reset flop share out of synthesis	100	%
## registers in the layout, indices dropped and copies added (netlist names)
name    flops
down        1
u0.val      8
## area by class of cell
class	count	area share, %
multi-input combinational	55	49.6
clock buffer	4	5.07
timing repair buffer	10	11.3
inverter	4	1.69
tap	50	7.04
sequential	9	25.4
## path summary, 6_finish.rpt
check	startpoint	endpoint	slack (ns)
max	holdn	u0.val[7]	2.22
min	u0.val[4]	u0.val[4]	0.59
max reg2reg	down	u0.val[6]	2.44
min reg2reg	u0.val[4]	u0.val[4]	0.59
max in group asynchronous	resetn	u0.val[2]	3.26
min in group asynchronous	resetn	down	0.96
## kinds of logic (layout without fill, tap and decap cells)
| logic type | count (synthesis) | in the layout |
|---|---|---|
| AOI/OAI and AO/OA | 24 | 24 |
| xor gates and xnor gates | 4 | 4 |
| adders and majority gates | 7 | 7 |
| buffers and inverters | 6 | 18 |
| DFF | 9 | 9 |
| muxes | 4 | 4 |
| and+or+nand+nor | 16 | 16 |
## power groups by stage
stage,Clock [mW],Sequential (mW),Combinational (mW)
6_report,0.0917,0.178,0.420
4_1_cts,0.0938,0.178,0.422
5_1_grt,0.100,0.186,0.477
## metal layers
| layer | up-vias | wire length [microns] | track usage (%) |
|---|---|---|---|
| met5 | - | 0 | 0 |
| met4 | 0 | 36 | 1.07 |
| met3 | 8 | 103 | 1.48 |
| met2 | 19 | 716 | 7.18 |
| met1 | 284 | 780 | 6.66 |
| li1 | 297 | - | - |
## per-stage QoR
| step | worst slack (ns) | hold WS [ns] | std cells | utilization, % |
|---|---|---|---|---|
| final | 2.22 | 0.590 | 132 | 22.4 |
| after detailed placement | 2.01 | 0.574 | 128 | 21.2 |
| after global placement | 2.09 | 0.578 | 128 | 21.2 |
| after floorplan | 2.72 | 0.499 | 70 | - |
| after global routing | 2.14 | 0.629 | 132 | 22.4 |
| after CTS | 2.23 | 0.587 | 132 | 22.4 |
## critical path: cells and delay by family
family / cells / cell delay (ns)
AND-OR/OR-AND: 1 / 0.26
AND/OR/NAND/NOR: 1 / 0.25
buffers and inverters: 2 / 0.88
multiplexers: 1 / 0.11
## cell usage after synthesis, drive strengths merged, types with 2 or more instances
cell,instances
a211oi,3
a21o,4
a21oi,3
a31oi,3
and3,2
buf,2
dfrtp,9
ha,6
inv,4
mux2,2
mux2i,2
nand4,2
nor2,4
nor3,2
nor4,2
o21ai,4
o21bai,2
xnor2,3
Power and IR drop assume default switching activity.
