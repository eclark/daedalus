`design/flow/config.mk`:
```
export PLATFORM = sky130hd
export DESIGN_NAME = daedalus
export DESIGN_NICKNAME = daedalus
export VERILOG_FILES = /design/flow/design.v
export SDC_FILE = /design/flow/constraint.sdc
export NUM_CORES = 4
export LEC_CHECK = 1
export CORE_UTILIZATION = 30
```
`design/flow/constraint.sdc`:
```
current_design daedalus

set clk_period 5.7
set clk_io_pct 0.2

create_clock -name clk0 -period $clk_period [get_ports {CLOCK_50_B5B}]

set non_clock_inputs [all_inputs -no_clocks]
set_input_delay [expr $clk_period * $clk_io_pct] -clock clk0 $non_clock_inputs
set_output_delay [expr $clk_period * $clk_io_pct] -clock clk0 [all_outputs]
```
`design/flow/design.v`:
```
package defs;
	parameter CPUID   = "SI MIPS YO";
	parameter VERSION = "0.9       ";
endpackage
import defs::*;
module daedalus(
	CLOCK_125_p,
	CLOCK_50_B5B,
	CLOCK_50_B6A,
	CLOCK_50_B7A,
	CLOCK_50_B8A,
	LEDG,
	LEDR,
	CPU_RESET_n,
	KEY,
	SW,
	HEX0,
	HEX1,
	HEX2,
	HEX3,
	HDMI_TX_CLK,
	HDMI_TX_D,
	HDMI_TX_DE,
	HDMI_TX_HS,
	HDMI_TX_INT,
	HDMI_TX_VS,
	ADC_CONVST,
	ADC_SCK,
	ADC_SDI,
	ADC_SDO,
	AUD_ADCDAT,
	AUD_ADCLRCK,
	AUD_BCLK,
	AUD_DACDAT,
	AUD_DACLRCK,
	AUD_XCK,
	I2C_SCL,
	I2C_SDA,
	SD_CLK,
	SD_CMD,
	SD_DAT,
	UART_RX,
	UART_TX,
	SRAM_A,
	SRAM_CE_n,
	SRAM_D,
	SRAM_LB_n,
	SRAM_OE_n,
	SRAM_UB_n,
	SRAM_WE_n
);
input 		          		CLOCK_125_p;
input 		          		CLOCK_50_B5B;
input 		          		CLOCK_50_B6A;
input 		          		CLOCK_50_B7A;
input 		          		CLOCK_50_B8A;
output		     [7:0]		LEDG;
output		     [9:0]		LEDR;
input 		          		CPU_RESET_n;
input 		     [3:0]		KEY;
input 		     [9:0]		SW;
output		     [6:0]		HEX0;
output		     [6:0]		HEX1;
output		     [6:0]		HEX2;
output		     [6:0]		HEX3;
output		          		HDMI_TX_CLK;
output		    [23:0]		HDMI_TX_D;
output		          		HDMI_TX_DE;
output		          		HDMI_TX_HS;
input 		          		HDMI_TX_INT;
output		          		HDMI_TX_VS;
output		          		ADC_CONVST;
output		          		ADC_SCK;
output		          		ADC_SDI;
input 		          		ADC_SDO;
input 		          		AUD_ADCDAT;
inout 		          		AUD_ADCLRCK;
inout 		          		AUD_BCLK;
output		          		AUD_DACDAT;
inout 		          		AUD_DACLRCK;
output		          		AUD_XCK;
output		          		I2C_SCL;
inout 		          		I2C_SDA;
output		          		SD_CLK;
inout 		          		SD_CMD;
inout 		     [3:0]		SD_DAT;
input 		          		UART_RX;
output		          		UART_TX;
output		    [17:0]		SRAM_A;
output		          		SRAM_CE_n;
inout 		    [15:0]		SRAM_D;
output		          		SRAM_LB_n;
output		          		SRAM_OE_n;
output		          		SRAM_UB_n;
output		          		SRAM_WE_n;
wire clock, reset_n;
wire [15:0] display;
wire display_enable;
assign clock = CLOCK_50_B5B;
assign reset_n = CPU_RESET_n;
assign display_enable = 1'b1;
hex_driver hex0 (.enable(display_enable), .in(display[3:0]), .out(HEX0));
hex_driver hex1 (.enable(display_enable), .in(display[7:4]), .out(HEX1));
hex_driver hex2 (.enable(display_enable), .in(display[11:8]), .out(HEX2));
hex_driver hex3 (.enable(display_enable), .in(display[15:12]), .out(HEX3));
ram r0 (
	.clock, .reset_n, .reg_load_ub(~KEY[3] & SW[8]), .reg_load_lb(~KEY[3] & ~SW[8]), .reg_sel(SW[9]),
	.read(~KEY[2]), .write(~KEY[1]), .reg_d({SW[7:0], SW[7:0]}), .reg_q(display),
	.ram_ce_n(SRAM_CE_n), .ram_oe_n(SRAM_OE_n), .ram_ub_n(SRAM_UB_n), .ram_lb_n(SRAM_LB_n),
	.ram_we_n(SRAM_WE_n), .ram_a(SRAM_A), .ram_d(SRAM_D)
);
shifter x(.in(display), .out({ LEDR[7:0], LEDG[7:0] }), .mode(KEY[2:0]), .n(SW[3:0]));
endmodule
module hex_driver (
	input              enable,
	input  logic [3:0] in,
	output logic [6:0] out
);
always_comb
begin
	if (enable)
		unique case (in)
			4'b0000 : out = 7'b1000000;  
			4'b0001 : out = 7'b1111001;  
			4'b0010 : out = 7'b0100100;  
			4'b0011 : out = 7'b0110000;  
			4'b0100 : out = 7'b0011001;  
			4'b0101 : out = 7'b0010010;  
			4'b0110 : out = 7'b0000010;  
			4'b0111 : out = 7'b1111000;  
			4'b1000 : out = 7'b0000000;  
			4'b1001 : out = 7'b0010000;  
			4'b1010 : out = 7'b0001000;  
			4'b1011 : out = 7'b0000011;  
			4'b1100 : out = 7'b1000110;  
			4'b1101 : out = 7'b0100001;  
			4'b1110 : out = 7'b0000110;  
			4'b1111 : out = 7'b0001110;  
			default : out = 7'bXXXXXXX;
		endcase
	else
		out = 7'b1111111;
end
endmodule
module ram (
	input logic clock, reset_n,
	input logic reg_load_ub, reg_load_lb, reg_sel,
	input logic read, write,
	input logic [15:0] reg_d,
	output logic [15:0] reg_q,
	output logic ram_ce_n, ram_oe_n, ram_ub_n, ram_lb_n, ram_we_n,
	output logic [17:0] ram_a,
	inout logic [15:0] ram_d
);
logic load_mar, load_mdr;
logic [15:0] r_d, r_q, mar_q, mdr_q, regmask, masked_d;
reg16 mar (.clock, .resetn(reset_n), .load(load_mar), .d(r_d), .q(mar_q));
reg16 mdr (.clock, .resetn(reset_n), .load(load_mdr), .d(r_d), .q(mdr_q));
assign regmask = { {8{reg_load_ub}}, {8{reg_load_lb}} }; 
assign masked_d = (reg_d & regmask) | (reg_q & ~regmask);
assign reg_q = reg_sel ? mar_q : mdr_q;
always_comb
begin
	if (read)
	begin
		load_mar = 1'b0;
		load_mdr = 1'b1;
		r_d = ram_d;
	end
	else
	begin
		load_mar = reg_sel & (reg_load_ub | reg_load_lb);
		load_mdr = ~reg_sel & (reg_load_ub | reg_load_lb);
		r_d = masked_d;
	end
end
assign ram_ce_n = 1'b0;
assign ram_oe_n = 1'b0;
assign ram_ub_n = 1'b0;
assign ram_lb_n = 1'b0;
assign ram_we_n = ~write;
assign ram_d = ram_we_n ? 'Z : mdr_q;
assign ram_a = { 2'b00, mar_q };
endmodule
module reg16 (
	input  logic        clock, resetn, load,
	input  logic [15:0] d,
	output logic [15:0] q
);
always_ff @ (posedge clock or negedge resetn)
begin
	if (~resetn)
		q <= 16'd0;
	else if (load)
		q <= d;
	else
		q <= q;
end
endmodule
module shifter (
	input  logic [15:0] in,
	output logic [15:0] out,
	input  logic [2:0] mode,
	input  logic [3:0] n
);
logic [3:0] k;
logic [30:0] z;
always_comb
begin
	unique case (mode)
		3'b000, 3'b100, 3'b001 : z = { 15'd0, in };
		3'b010 : z = { {15{in[15]}}, in };
		3'b011 : z = { in[14:0], in };
		3'b101, 3'b110 : z = { in, 15'd0 };
		3'b111 : z = { in, in[15:1] };
		default : z = 'X;
	endcase
end
always_comb
begin
	unique case (mode)
		3'b000, 3'b100 : k = 4'd0;
		3'b001, 3'b010, 3'b011 : k = n;
		3'b101, 3'b110, 3'b111 : k = ~n;
		default : k = 'X;
	endcase
end
always_comb
begin
	unique case (k)
		4'h0 : out = z[15:0];
		4'h1 : out = z[16:1];
		4'h2 : out = z[17:2];
		4'h3 : out = z[18:3];
		4'h4 : out = z[19:4];
		4'h5 : out = z[20:5];
		4'h6 : out = z[21:6];
		4'h7 : out = z[22:7];
		4'h8 : out = z[23:8];
		4'h9 : out = z[24:9];
		4'hA : out = z[25:10];
		4'hB : out = z[26:11];
		4'hC : out = z[27:12];
		4'hD : out = z[28:13];
		4'hE : out = z[29:14];
		4'hF : out = z[30:15];
		default : out = 'X;
	endcase
end
endmodule
```
`design/flow/run.sh`:
```
#!/bin/bash
# OpenROAD 26Q1-2900-gdf79404cd8, Yosys 0.63+post, stock flow scripts
make -C /OpenROAD-flow-scripts/flow DESIGN_CONFIG=/design/flow/config.mk WORK_HOME=/design/flow/orfs finish
```
==> out/qor.txt <==
Die X - 135 µm
Synth flops - 32
Netlist Area Pre-Place - 5280 µm²
Clk sinks - 32
Row cnt - 48
Core Density at Floorplan - 30.6%
Final HPWL DP - 15.2 mm
Worst slack, placed - 0.419 ns
Avg Inst Size Synth - 7.58 µm²
Error - [error] [KeplerFormal.cpp:679] Workflow failed: Iso has multiple drivers: .SRAM_D2, SRAM_D[2]$_DFFE_PN0P_.Q0
Cell Type Count - 63
Ys flop type - dfrtp_1
Area leader, netlist - dfrtp_1
Num CTS Buffers - 5
FFs w/ async S/R, synth - 100%
PortBufs - 76
Synth Seq Share - 15.2%
Number of enable flip-flop cells - 0
Endpoints left unconstrained - 9
Placed cell area - 6330 µm²
Fail Step - clock tree synthesis (4_1_cts)
Main area contributors - dfrtp_1 (15%), o22ai_1 (11%), o21ai_0 (7.1%), buf_4 (6.8%), nand2_1 (6.3%)
Die height - 135 µm
Routability congestion estimate - 1.00
CTS Buffer Depth - 2
Root Buffer Master - clkbuf_16
# IOs - 154
Top cell area share - 15.2%
Status - did not finish
Resized Gates After CTS - 0
Hold buffers post-CTS - 0
H-tree depth - 2
YS chip area - 5280 µm²
Post-CTS setup buffers - 0
# Cells Yosys - 697
Cells after Synth - 697
Ys Warns - 43
## cell usage after synthesis, types with 7 or more instances
library cell and instances:
a21oi_1 21, a221oi_1 9, a221oi_2 7, a22oi_1 28, a32oi_1 8, buf_2 15
buf_4 48, buf_6 7, clkbuf_1 31, dfrtp_1 32, ha_1 24, inv_2 7
mux2i_4 8, nand2_1 89, nand3_1 18, nor2_1 39, nor3_1 12, nor4_1 10
o21ai_0 75, o22ai_1 91, o22ai_2 10
## cell families after synthesis
family | share of synthesized area [%]
compound gates | 40.6
simple gates | 17.0
buf+inv | 13.0
flops | 15.2
mux | 8.46
fa+ha+maj | 5.69
other cells | 0.0710
## through the flow
stage / instances / hold slack, ns
floorplan: 740 / 0.449
global placement: 1004 / 0.489
detailed placement: 1004 / 0.507
