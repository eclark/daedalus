==> design/flow/design.v <==
module upcount (
	input clock, resetn, holdn,
	output [15:0] count
);
reg [15:0] val;
assign count = val;
always_ff @ (posedge clock or negedge resetn)
begin
	if (~resetn)
		val <= 16'h0000;
	else if (holdn)
		val <= val + 16'd1;
	else
		val <= val;
end
endmodule
==> design/flow/run.sh <==
#!/bin/bash
# OpenROAD 26Q1-2900-gdf79404cd8, Yosys 0.63+post, stock flow scripts
make -C /OpenROAD-flow-scripts/flow DESIGN_CONFIG=/design/flow/config.mk WORK_HOME=/design/flow/orfs finish
==> design/flow/config.mk <==
export PLATFORM = sky130hd
export DESIGN_NAME = upcount
export DESIGN_NICKNAME = upcount
export VERILOG_FILES = /design/flow/design.v
export SDC_FILE = /design/flow/constraint.sdc
export NUM_CORES = 4
export LEC_CHECK = 1
export CORE_AREA = 10 10 80 80
export DIE_AREA = 0 0 90 90
==> design/flow/constraint.sdc <==
current_design upcount

set clk_period 3.2
set clk_io_pct 0.2

create_clock -name clk0 -period $clk_period [get_ports {clock}]

set non_clock_inputs [all_inputs -no_clocks]
set_input_delay [expr $clk_period * $clk_io_pct] -clock clk0 $non_clock_inputs
set_output_delay [expr $clk_period * $clk_io_pct] -clock clk0 [all_outputs]
==> notes.md <==
The full implementation flow was run.

The remaining antenna violation count stands at 0. The largest registers in the layout are val x16. Warnings raised by the tools during the run amount to 25. For reference, the top cells by count after synthesis are dfrtp_1 (16), xnor2_1 (9), xor2_1 (6), nand2_1 (5), nand3_1 (5).

Counting the warning lines in the Yosys log gives 1. The reported leakage power stands at 0.412 nW. The area share of the largest cell type after synthesis stands at 0.576. The highest supply drop recorded on VDD is 0.375 mV. The mean routed wirelength per cell stands at 10.5 um. The chip area line in the Yosys stat output reads 696 sq um. The number of cells produced by synthesis stands at 56. The end-of-flow core utilization stands at 0.212.

In the final report, the number of hold violations comes to 0. TritonCTS built the clock tree. In the hold report, the worst path ends at val[15]. The post-CTS setup buffer count stands at 0. Looking at the gate-level netlist, the highest instance count belongs to dfrtp_1. The area taken by sequential standard cells is reported as 400 sq um. The run reported a max-capacitance violation count of 0. In this run the layout overhead on the synthesized area is reported as 43.9%.

For the finished layout, the period the worst path requires is 1.93 ns. Once iteration 0 of detailed routing completed, the report listed 108 DRC markers. For reference, the final report shows the max-slew violation count at 0. The initialized floorplan defines 25 standard-cell rows. In this run the worst hold path is classified as register to register.

The cell area after synthesis stands at 696 sq um. The residual overflow from global routing stands at 0. The number of inserted filler cells in the final layout stands at 511. The count of buffers from port buffering stands at 18.

During I/O placement, the number of pins put on the boundary was 19. The actual transition at the worst max-transition pin stands at 0.704 ns. The synthesized netlist was found by Yosys to have 56 cells.

Hold is met by 0.479 ns. The run finished with clean final reports. The worst reg-to-reg path cell count stands at 5. The data arrival time at the worst-slack endpoint stands at 2.10 ns. The fmax stands at 0.519 GHz. Looking at the clock tree report, the maximum root-to-sink buffer count equals 2. Looking at area per cell type in the netlist, the leader is dfrtp_1. Hold analysis shows the worst path with a depth of 1. The headroom to the max-slew limit stands at 0.529. The worst setup path is captured at a register. The number of antenna violations at the first check in global routing stands at 0. According to the floorplan report, the die width is 90 um. Counting flops with a built-in enable in the synthesized netlist gives 0. The diode insertion count for antenna repair stands at 0.

The power density normalized to cell area stands at 611 nW/um^2. In the final timing run, aggregate negative setup slack is 0 ns. The root buffer cell chosen for the clock tree is clkbuf_8. The average instance in the mapped netlist occupies 12.4 sq um.

Per the detail_route report, the via count comes to 486. More flip-flops sit in one register than any other, and that register is val. The number of distinct standard cells referenced by the synthesized netlist stands at 15.

The number of storage elements in the synthesis netlist stands at 16. For reference, the top cells by area after synthesis are dfrtp_1 (58%), xnor2_1 (11%), xor2_1 (7.6%), nand3_1 (3.6%), nand4_4 (3.1%). The flip-flop count of the largest register, all copies and words added stands at 16. In this run the standard cell core region covers 4720 sq um. Between clock sinks in the finished design, the worst skew comes to 0.00398 ns. TritonRoute reported its final design rule violation total as 0.

The sink count of the clock tree stands at 16. The detail-routed via count per cell stands at 3.38. Entering global routing, the biggest net connects 17 pins. The final count of negative-setup-slack endpoints stands at 0. In the CTS report, the clock slew at the register clock pins of the worst setup and hold paths is listed as 0.06 ns. Per the synth stats, the flop cell with the highest instance count is dfrtp_1.

The depth of the CTS H-tree stands at 1. The first global-routing pass estimated 2570 um of wire. Overall routing resource usage recorded by global route was 0.0383. The post-route fraction of the period consumed by the critical path stands at 0.602. Per the OpenROAD floorplan log, the area of the die is 8100 sq um.

Summing internal, switching and leakage power gives 612 uW. In the synthesized netlist the async set-or-reset flop fraction comes to 1.00. Looking at the reg2reg group, the worst path starts from val[0]. The clock network latency to the later pin of the worst-skew pair stands at 0.24 ns.

The via count of the first global-routing pass was 502. Before antenna repair, the detailed router went through 4 iterations. Setup repair after global routing left no endpoint under its margin.

Per the timing report, the most critical flop-to-flop path finishes at val[12]. The total of cells resized after clock tree synthesis stands at 0. The register-to-register setup slack stands at 1.74 ns. The worst setup path is of the input port to register kind. The worst setup path is launched from an input port.

The data required time at the worst endpoint stands at 3.37 ns. The HPWL after detailed placement is 1200 um. Of the cells placed in the final design, the portion with a size suffix greater than 1 is 0.0779. The launch point of the worst min-delay path is recorded as val[15]. The post-synthesis sequential area ratio stands at 0.576. The placement summary gives the final routability congestion estimate as 0.770. The largest fanout on the critical path stands at 6.

The clock buffer count from CTS stands at 3. Per the layout area report, the combinational gate area comes to 292 sq um. The starting density of the core stands at 0.147.

Buffers inserted to repair hold after CTS numbered 0. The floorplan die height stands at 90 um. The total wirelength of the detailed-routed design stands at 1520 um.
power by group:
group,switching [mW],internal [mW]
sequential,0.0686,0.245
combinational,0.0438,0.109
clock,0.0618,0.0832
total,0.174,0.438
critical path, stage by stage:
cell             delay, ns
clkdlybuf4s50_1       0.63
nand4_4               0.17
nor3_2                0.28
and4_1                0.23
xor2_1                0.14
metal layers:
layer	global-route usage	vias up	part of all wire
met5	0	-	0
met4	0.00133	0	0.0039
met3	0.0226	2	0.10
met2	0.0545	19	0.40
met1	0.0517	229	0.49
li1	-	236	-
cells in the final DEF (no fill, tap or decap), types with 2 or more instances in the layout:
cell	n
xnor2_1	9
xor2_1	6
dfrtp_1	16
clkbuf_8	3
nor3_2	2
nand2_1	5
nand4_1	3
clkdlybuf4s50_1	18
nand3_1	5
nor2_1	3
through the flow:
stage	instances	setup WS [ns]	cell area [sq um]
after floorplan	56	1.79	696
after global placement	141	1.05	960
after detailed placement	141	1.02	960
after CTS	144	1.27	1000
after global routing	144	1.19	1000
final	144	1.27	1000
worst max-delay path by stage:
stage / startpoint / end / slack [ns] / depth (start not counted)
5_1_grt: holdn / val[12] / 1.19 / 5
4_1_cts: holdn / val[12] / 1.27 / 5
6_report: holdn / val[12] / 1.27 / 5
layout make-up:
class	count	share of cell area
repair buffers	18	0.180
flip-flops and latches	16	0.400
clock buffers	3	0.0413
inverters	1	0.00375
multi-input cells	39	0.291
well taps	67	0.0837
cell families after synthesis:
logic type	Yosys count	synth area share
mux	1	0.0162
xor+xnor	15	0.189
flops	16	0.576
fa+ha+maj	1	0.0180
simple gates	22	0.196
buf+inv	1	0.00539
Power figures rest on the tool's default switching activity, not on a simulated workload.
